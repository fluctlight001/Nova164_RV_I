==> flow/config.mk <==
export PLATFORM = sky130hd
export DESIGN_NAME = axi_ctrl
export DESIGN_NICKNAME = axi_ctrl
export VERILOG_FILES = /design/flow/design.v
export SDC_FILE = /design/flow/constraint.sdc
export NUM_CORES = 4
export LEC_CHECK = 1
export CORE_AREA = 10 10 325 325
export DIE_AREA = 0 0 335 335
==> flow/constraint.sdc <==
current_design axi_ctrl

set clk_period 8.8
set clk_io_pct 0.2

create_clock -name clk0 -period $clk_period [get_ports {clk}]

set non_clock_inputs [all_inputs -no_clocks]
set_input_delay [expr $clk_period * $clk_io_pct] -clock clk0 $non_clock_inputs
set_output_delay [expr $clk_period * $clk_io_pct] -clock clk0 [all_outputs]
==> flow/design.v <==
module axi_ctrl #(
  parameter AXI_DATA_WIDTH = 64,
  parameter AXI_ADDR_WIDTH = 32,
  parameter AXI_ID_WIDTH = 4,
  parameter AXI_USER_WIDTH = 1
)(
    input  wire clk,
    input  wire rst_n,
    output reg  stallreq_axi,
    input  wire         inst_sram_en,
    input  wire [7:0]   inst_sram_we,
    input  wire [63:0]  inst_sram_addr,
    input  wire [63:0]  inst_sram_wdata,
    output reg  [63:0]  inst_sram_rdata,
    input  wire         data_sram_en,
    input  wire [7:0]   data_sram_we,
    input  wire [63:0]  data_sram_addr,
    input  wire [63:0]  data_sram_wdata,
    output reg  [63:0]  data_sram_rdata,
    input wire                              core_axi_aw_ready_i,
    output reg                              core_axi_aw_valid_o,
    output reg [AXI_ADDR_WIDTH - 1:0]       core_axi_aw_addr_o,
    output reg [2:0]                        core_axi_aw_prot_o,
    output reg [AXI_ID_WIDTH-1:0]           core_axi_aw_id_o,
    output reg [AXI_USER_WIDTH-1:0]         core_axi_aw_user_o,
    output reg [7:0]                        core_axi_aw_len_o,
    output reg [2:0]                        core_axi_aw_size_o,
    output reg [1:0]                        core_axi_aw_burst_o,
    output reg                              core_axi_aw_lock_o,
    output reg [3:0]                        core_axi_aw_cache_o,
    output reg [3:0]                        core_axi_aw_qos_o,
    output reg [3:0]                        core_axi_aw_region_o,
    input wire                              core_axi_w_ready_i,
    output reg                              core_axi_w_valid_o,
    output reg [AXI_DATA_WIDTH-1:0]         core_axi_w_data_o,
    output reg [AXI_DATA_WIDTH/8-1:0]       core_axi_w_strb_o,
    output reg                              core_axi_w_last_o,
    output reg [AXI_USER_WIDTH-1:0]         core_axi_w_user_o,
    output reg                              core_axi_b_ready_o,
    input wire                              core_axi_b_valid_i,
    input wire [1:0]                        core_axi_b_resp_i,
    input wire [AXI_ID_WIDTH-1:0]           core_axi_b_id_i,
    input wire [AXI_USER_WIDTH-1:0]         core_axi_b_user_i,
    input wire                              core_axi_ar_ready_i,
    output reg                              core_axi_ar_valid_o,
    output reg [AXI_ADDR_WIDTH-1:0]         core_axi_ar_addr_o,
    output reg [2:0]                        core_axi_ar_prot_o,
    output reg [AXI_ID_WIDTH-1:0]           core_axi_ar_id_o,
    output reg [AXI_USER_WIDTH-1:0]         core_axi_ar_user_o,
    output reg [7:0]                        core_axi_ar_len_o,
    output reg [2:0]                        core_axi_ar_size_o,
    output reg [1:0]                        core_axi_ar_burst_o,
    output reg                              core_axi_ar_lock_o,
    output reg [3:0]                        core_axi_ar_cache_o,
    output reg [3:0]                        core_axi_ar_qos_o,
    output reg [3:0]                        core_axi_ar_region_o,
    output reg                              core_axi_r_ready_o,
    input wire                              core_axi_r_valid_i,
    input wire [1:0]                        core_axi_r_resp_i,
    input wire [AXI_DATA_WIDTH-1:0]         core_axi_r_data_i,
    input wire                              core_axi_r_last_i,
    input wire [AXI_ID_WIDTH-1:0]           core_axi_r_id_i,
    input wire [AXI_USER_WIDTH-1:0]         core_axi_r_user_i
);
    reg [11:0] state;
    always @ (posedge clk) begin
        if (!rst_n) begin
            core_axi_aw_valid_o <= 0;
            core_axi_aw_addr_o <= 0;
            core_axi_aw_prot_o <= 0;
            core_axi_aw_id_o <= 0;
            core_axi_aw_user_o <= 0;
            core_axi_aw_burst_o <= 0;
            core_axi_aw_lock_o <= 0;
            core_axi_aw_cache_o <= 0;
            core_axi_aw_qos_o <= 0;
            core_axi_aw_region_o <= 0;
            core_axi_w_valid_o <= 0;
            core_axi_w_data_o <= 0;
            core_axi_w_strb_o <= 0;
            core_axi_w_last_o <= 0;
            core_axi_w_user_o <= 0;
            core_axi_b_ready_o <= 0;
            core_axi_ar_valid_o <= 0;
            core_axi_ar_addr_o <= 0;
            core_axi_ar_prot_o <= 0;
            core_axi_ar_id_o <= 0;
            core_axi_ar_user_o <= 0;
            core_axi_ar_len_o <= 0;
            core_axi_ar_size_o <= 0;
            core_axi_ar_burst_o <= 0;
            core_axi_ar_lock_o <= 0;
            core_axi_ar_cache_o <= 0;
            core_axi_ar_qos_o <= 0;
            core_axi_ar_region_o <= 0;
            core_axi_r_ready_o <= 0;
            state <= 0;
            stallreq_axi <= 1'b1;
        end
        else begin
            case(1'b1)
                state[0]:begin
                    stallreq_axi <= 1'b1;
                    state <= state << 1;
                end
                state[1]:begin
                    if (inst_sram_en & ~(|inst_sram_we)) begin
                        core_axi_ar_valid_o <= 1'b1;
                        core_axi_ar_addr_o <= {inst_sram_addr[31:3],3'b0};
                        core_axi_ar_id_o <= 1;
                        core_axi_ar_len_o <= 0;
                        core_axi_ar_size_o <= 3'b111;
                        core_axi_ar_burst_o <= 0;
                        state <= state << 1;
                    end
                    else if (data_sram_en & ~(|data_sram_we)) begin
                        core_axi_ar_valid_o <= 1'b1;
                        core_axi_ar_addr_o <= {data_sram_addr[31:3],3'b0};
                        core_axi_ar_id_o <= 2;
                        core_axi_ar_len_o <= 0;
                        core_axi_ar_size_o <= 3'b111;
                        core_axi_ar_burst_o <= 0;
                        state <= state << 4;
                    end
                    else if (data_sram_en & (|data_sram_we)) begin
                        core_axi_aw_valid_o <= 1'b1;
                        core_axi_aw_addr_o <= {data_sram_addr[31:3],3'b0};
                        core_axi_aw_id_o <= 3;
                        core_axi_aw_len_o <= 0;
                        core_axi_aw_size_o <= 3'b111;
                        core_axi_aw_burst_o <= 0;
                        core_axi_w_valid_o <= 1'b1;
                        core_axi_w_data_o <= data_sram_wdata;
                        core_axi_w_strb_o <= data_sram_we;
                        core_axi_w_last_o <= 1'b1;
                        state <= state << 6;
                    end
                    else begin
                        state <= 0;
                    end
                end
                state[2]:begin
                    if (core_axi_ar_ready_i) begin
                        core_axi_ar_valid_o <= 1'b0;
                        state <= state << 1;
                    end
                end
                state[3]: begin
                    if (core_axi_r_valid_i & core_axi_r_last_i) begin
                        core_axi_r_ready_o <= 1'b1;
                        inst_sram_rdata <= core_axi_r_data_i;
                        state <= state << 1;
                    end
                end
                state[4]:begin
                    if (data_sram_en & ~(|data_sram_we)) begin
                        core_axi_ar_valid_o <= 1'b1;
                        core_axi_ar_addr_o <= {data_sram_addr[31:3],3'b0};
                        core_axi_ar_id_o <= 2;
                        core_axi_ar_len_o <= 0;
                        core_axi_ar_size_o <= 3'b111;
                        core_axi_ar_burst_o <= 0;
                        state <= state << 1;
                    end
                    else if (data_sram_en & (|data_sram_we)) begin
                        core_axi_aw_valid_o <= 1'b1;
                        core_axi_aw_addr_o <= {data_sram_addr[31:3],3'b0};
                        core_axi_aw_id_o <= 3;
                        core_axi_aw_len_o <= 0;
                        core_axi_aw_size_o <= 3'b111;
                        core_axi_aw_burst_o <= 0;
                        core_axi_w_valid_o <= 1'b1;
                        core_axi_w_data_o <= data_sram_wdata;
                        core_axi_w_strb_o <= data_sram_we;
                        core_axi_w_last_o <= 1'b1;
                        state <= state << 3;
                    end
                    else begin
                        state <= 0;
                    end
                end
                state[5]:begin
                    if (core_axi_ar_ready_i) begin
                        core_axi_ar_valid_o <= 1'b0;
                        state <= state << 1;
                    end
                end
                state[6]:begin
                    if (core_axi_r_valid_i & core_axi_r_last_i) begin
                        core_axi_r_ready_o <= 1'b1;
                        data_sram_rdata <= core_axi_r_data_i;
                        state <= 0;
                    end
                end
                state[7]:begin
                    if (core_axi_aw_ready_i) begin
                        core_axi_aw_valid_o <= 1'b0;
                    end
                    if (core_axi_w_ready_i) begin
                        core_axi_w_valid_o <= 1'b0;
                    end
                    if (!core_axi_aw_valid_o & !core_axi_w_valid_o) begin
                        state <= state << 1;
                    end
                end
                state[8]:begin
                    if (core_axi_b_valid_i) begin
                        core_axi_b_ready_o <= 1'b1;
                        state <= 0;
                    end
                end
                default:begin
                    state <= 1'b1;
                    stallreq_axi <= 1'b0;
                    core_axi_r_ready_o <= 1'b0;
                    core_axi_b_ready_o <= 1'b0;
                end
            endcase
        end
    end
endmodule
==> flow/run.sh <==
#!/bin/bash
# OpenROAD 26Q1-2900-gdf79404cd8, Yosys 0.63+post, stock flow scripts
make -C /OpenROAD-flow-scripts/flow DESIGN_CONFIG=/design/flow/config.mk WORK_HOME=/design/flow/orfs finish
==> deck_impl_summary.md <==
Synthesis and Place & Route Summary

Drt
  – Highest routed metal layer: met5
  – First-pass iteration count of the detailed router: 4
  – Routed via count divided by cell count: 3.214
  – Routed length per placed instance: 16.63 um
  – Detailed-route wire length on metal 1: 17.92 mm
  – Routed wire length on met3: 7.137 mm
  – Final routed wirelength across all metal layers: 46.23 mm
  – DRC violation count after routing: 0
  – Via Count: 8935
  – Number of nets still failing antenna checks after routing: 0
  – Wire length on met2: 19.92 mm
  – First DRT Iteration DRCs: 264

Final timing
  – Setup TNS: 0 ns
  – Final count of negative-setup-slack endpoints: 0
  – Worst-case headroom to the max-slew limit: 54.90%
  – Upper clock frequency limit: 234.4 MHz
  – Final worst-path cycle share: 48.47%
  – Crit path time final: 4.266 ns
  – Final Hold Violating Endpoints: 0
  – Unrepaired setup endpoints after global routing: false
  – Pin slew with the least headroom to its limit: 0.6765 ns
  – Skew final: 0.03128 ns
  – Final max-slew violation count: 0

Synth
  – Total standard cell area after synthesis: 0.01069 mm2
  – Async SR Flop Fraction: 0%
  – Count of mapped cells out of synthesis: 970
  – Post-synth seq share: 67.20%
  – Synth flops: 295
  – Biggest area contributors in the synthesized netlist: sky130_fd_sc_hd__edfxtp_1 36%, sky130_fd_sc_hd__dfxtp_1 31%, sky130_fd_sc_hd__nand2_1 7.5%, sky130_fd_sc_hd__a21oi_1 5.2%, sky130_fd_sc_hd__buf_4 4.4%
  – Yosys Instances: 970
  – Yosys synthesis warning count: 1
  – Prevailing post-synth register cell: sky130_fd_sc_hd__dfxtp_1
  – Yosys-reported design area after synthesis: 0.01069 mm2
  – Post-synthesis area per instance: 11.02 um2
  – Cell type contributing the most total cell area after synthesis: sky130_fd_sc_hd__edfxtp_1
  – Count of flip-flops with a built-in enable after synthesis: 128
  – Top-area cell type share of the netlist area: 35.94%
  – Library cells used by synthesis: 57

Clocking
  – Count of cells resized by post-cts repair: 0
  – Num CTS Buffers: 37
  – Number of levels the H-tree was split into: 2
  – Number of buffers between clock root and the deepest sink: 3
  – Root cell of the clock tree: sky130_fd_sc_hd__clkbuf_16
  – Clock-pin slew on the worst setup and hold paths: 0.06 ns
  – Late-Pin Clk Latency: 0.58 ns
  – Clock Sinks: 295
  – Hold-fix buffers at CTS: 0
  – Buffer count from post-CTS setup fixing: 0
  – CTS tree: built

Global route
  – Largest net degree at the start of global routing: 96
  – Overall Global Routing Usage: 7.877%
  – Vias in the first global route: 8997
  – Global route overflow: 0
  – Wire length of the first global-routing pass: 64.03 mm
  – Initial antenna violation count: 8

Worst hold path
  – Hold crit path type: flop to flop

Job
  – OpenROAD warning count: 173
  – Max-Cap Viols: 0

Setup path
  – Chain of cells forming the critical path: clkdlybuf4s50_1 -> nor4_2 -> buf_4 -> nand2_1 -> and4_4 -> buf_4 -> buf_4 -> nand2_1 -> a21oi_1
  – Largest incremental delay on the critical path: 0.61 ns
  – Element type at the critical path start: primary input
  – Cell class contributing the biggest share of worst-path delay: buffers and inverters
  – Crit-path slowest cell: sky130_fd_sc_hd__buf_4
  – Type of the worst setup path: primary input to flop
  – Maximum net fanout on the critical path: 60
  – Critical path data arrival time: 4.76 ns
  – Count of buffer and inverter cells on the critical path: 4
  – Kind of capture point of the worst setup path: flop
  – Most Frequent Cell on Critical Path: sky130_fd_sc_hd__buf_4
  – Required time at the endpoint of the critical path: 9.30 ns

Floorplanning
  – Total Die Area: 0.1122 mm2
  – Std-Cell Rows: 115
  – Die outline height: 335 um
  – Placeable core area: 0.09842 mm2
  – Boundary pin count: 700
  – Die Span X: 335 um
  – Initial cell density of the core: 10.87%

Placement
  – Port-buffer cells: 498
  – Final estimated routing congestion in global placement: 0.8193
  – Placed standard-cell area: 0.01688 mm2
  – HPWL after detailed placement: 34.77 mm

Layout
  – Area of the multi-input gates: 0.002935 mm2
  – Number of fill cells in the layout: 10830
  – Share of layout cells above drive strength 1: 6.044%
  – Relative area change from synthesis to final layout: 68.54%
  – Final design area excluding fillers: 0.01802 mm2
  – FF+latch area: 0.007187 mm2

Outcome
  – Outcome: finished clean

Pwr
  – P_leak: 5.887 nW
  – Power per cell area: 188.0 mW/mm2
  – Maximum resistive drop on vdd: 0.1149 mV
## metrics by stage
stage | total power, mW | instances | hold slack [ns] | setup WS (ns) | utilization, %
4_1_cts | 3.476 | 2776 | 0.4533 | 4.462 | 18.30
3_5_place_dp | 1.978 | 2710 | 0.4454 | 3.830 | 17.16
6_report | 3.388 | 2780 | 0.4519 | 4.534 | 18.31
5_1_grt | 3.561 | 2776 | 0.4674 | 4.312 | 18.30
3_3_place_gp | 1.977 | 2710 | 0.4409 | 3.817 | 17.16
2_1_floorplan | 1.728 | 1021 | 0.4057 | 1.716 | -
## report_power, final
| group | switching [mW] | leakage [nW] | internal, mW |
|---|---|---|---|
| sequential | 0.0441 | 2.50 | 1.48 |
| clock | 0.625 | 0.554 | 0.824 |
| combinational | 0.200 | 2.83 | 0.219 |
| total | 0.870 | 5.89 | 2.52 |
## worst reg2reg max path, cell delays in order, from the launching register on
cell                      delay (ns)
sky130_fd_sc_hd__dfxtp_1        0.54
sky130_fd_sc_hd__nor3b_1        0.31
sky130_fd_sc_hd__o21a_1         0.21
sky130_fd_sc_hd__and4_4         0.49
sky130_fd_sc_hd__buf_4          0.42
sky130_fd_sc_hd__buf_4          0.64
sky130_fd_sc_hd__nand2_1        0.26
sky130_fd_sc_hd__a21oi_1        0.17
## Yosys cell counts (2+ instances only)
master                       n
sky130_fd_sc_hd__buf_2       6
sky130_fd_sc_hd__a221oi_1    2
sky130_fd_sc_hd__nor3_1      3
sky130_fd_sc_hd__dfxtp_1   167
sky130_fd_sc_hd__a32oi_1     2
sky130_fd_sc_hd__nor2_1     61
sky130_fd_sc_hd__and3_1      2
sky130_fd_sc_hd__inv_1       6
sky130_fd_sc_hd__buf_4      63
sky130_fd_sc_hd__o21ai_1    10
sky130_fd_sc_hd__nor3_2      3
sky130_fd_sc_hd__o31ai_1     2
sky130_fd_sc_hd__a32o_1      2
sky130_fd_sc_hd__conb_1      2
sky130_fd_sc_hd__o21a_1      2
sky130_fd_sc_hd__clkbuf_1   32
sky130_fd_sc_hd__a21o_1      3
sky130_fd_sc_hd__buf_6      12
sky130_fd_sc_hd__nand2b_1    3
sky130_fd_sc_hd__nor4_1      2
sky130_fd_sc_hd__o22ai_1    29
sky130_fd_sc_hd__and2_1     17
sky130_fd_sc_hd__nor3b_1     5
sky130_fd_sc_hd__o21ai_0    31
sky130_fd_sc_hd__inv_2       2
sky130_fd_sc_hd__edfxtp_1  128
sky130_fd_sc_hd__a31oi_1     3
sky130_fd_sc_hd__nor4_2      2
sky130_fd_sc_hd__nand4_1     4
sky130_fd_sc_hd__a22oi_1     3
sky130_fd_sc_hd__nor2b_1     3
sky130_fd_sc_hd__nand3_1     9
sky130_fd_sc_hd__a21oi_1   112
sky130_fd_sc_hd__nand2_1   213
sky130_fd_sc_hd__and3b_1     2
## per-layer routing
metal	vias up	GRT usage, %
met5	-	0
met4	8	1.778
met3	68	4.834
met2	477	11.92
met1	4118	9.470
li1	4264	-
## final timing paths
check	from	end	slack, ns	depth (start not counted)
worst min register to register	core_axi_w_data_o[48]$_SDFFE_PN0P_	core_axi_w_data_o[48]$_SDFFE_PN0P_	0.45	2
worst max-delay path	data_sram_we[4]	core_axi_w_data_o[32]$_SDFFE_PN0P_	4.53	9
worst min-delay path	core_axi_w_data_o[48]$_SDFFE_PN0P_	core_axi_w_data_o[48]$_SDFFE_PN0P_	0.45	2
worst max register to register	state[4]$_SDFFE_PN0P_	core_axi_w_data_o[32]$_SDFFE_PN0P_	5.68	7
## cells by family (layout without fill, tap and decap cells)
| logic type | Yosys count | in the layout | share of synthesized area, % |
|---|---|---|---|
| compound gates | 214 | 214 | 11.31 |
| mux | 2 | 2 | 0.1989 |
| simple gates | 336 | 336 | 13.84 |
| buf+inv | 121 | 589 | 7.371 |
| other cells | 2 | 57 | 0.07023 |
| flops | 295 | 295 | 67.20 |
## area by class of cell
class	count	area share [%]
repair buffers	515	28.41
clock buffers	48	5.422
multi-input cells	605	16.29
well taps	1287	8.934
flip-flops and latches	295	39.88
inverters	8	0.1805
diodes	4	0.05554
clock inverters	18	0.8400
## placed cells by master (no fill, tap or decap), types with 4 or more instances in the layout
cell type	instances
sky130_fd_sc_hd__nand3_1	8
sky130_fd_sc_hd__buf_4	16
sky130_fd_sc_hd__inv_6	6
sky130_fd_sc_hd__nand4_1	4
sky130_fd_sc_hd__o22ai_1	29
sky130_fd_sc_hd__o21ai_1	10
sky130_fd_sc_hd__nor2_1	60
sky130_fd_sc_hd__and2_1	17
sky130_fd_sc_hd__o21ai_0	31
sky130_fd_sc_hd__edfxtp_1	128
sky130_fd_sc_hd__conb_1	53
sky130_fd_sc_hd__clkbuf_16	37
sky130_fd_sc_hd__clkbuf_1	10
sky130_fd_sc_hd__nor3b_1	5
sky130_fd_sc_hd__nand2_1	213
sky130_fd_sc_hd__clkdlybuf4s50_1	497
sky130_fd_sc_hd__inv_1	6
sky130_fd_sc_hd__diode_2	4
sky130_fd_sc_hd__nor3_2	5
sky130_fd_sc_hd__a21oi_1	112
sky130_fd_sc_hd__clkinv_2	6
sky130_fd_sc_hd__dfxtp_1	167
## sequential cells by signal (all words and copies together), names as in the netlist, 2 cells and up
name,flops
core_axi_ar_len_o,8
core_axi_w_strb_o,8
core_axi_w_data_o,64
core_axi_aw_addr_o,29
core_axi_ar_addr_o,32
core_axi_ar_size_o,3
data_sram_rdata,64
state,9
core_axi_ar_id_o,4
inst_sram_rdata,64
core_axi_ar_burst_o,2
Power and IR drop assume default switching activity.
